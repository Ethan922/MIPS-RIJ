## design/flow/run.sh

```bash
#!/bin/bash
# OpenROAD 26Q1-2900-gdf79404cd8, Yosys 0.63+post, stock flow scripts
make -C /OpenROAD-flow-scripts/flow DESIGN_CONFIG=/design/flow/config.mk WORK_HOME=/design/flow/orfs finish
```

## design/flow/config.mk

```make
export PLATFORM = sky130hd
export DESIGN_NAME = ALU
export DESIGN_NICKNAME = ALU
export VERILOG_FILES = /design/flow/design.v
export SDC_FILE = /design/flow/constraint.sdc
export NUM_CORES = 4
export LEC_CHECK = 1
export CORE_UTILIZATION = 50
```

## design/flow/constraint.sdc

```tcl
current_design ALU

set clk_period 19.5
set clk_io_pct 0.2

create_clock -name clk0 -period $clk_period

set non_clock_inputs [all_inputs -no_clocks]
set_input_delay [expr $clk_period * $clk_io_pct] -clock clk0 $non_clock_inputs
set_output_delay [expr $clk_period * $clk_io_pct] -clock clk0 [all_outputs]
```

## design/flow/design.v

```verilog
`timescale 1ns / 1ps
module ALU(OF,ZF,ALU_OP,A,B,F);
input [2:0]ALU_OP;
input [31:0]A,B;
output reg[31:0]F;
reg C32;
output reg OF=0;
output reg ZF=0;
always @(ALU_OP or A or B)
 begin
	case(ALU_OP)
			 3'b000:F<=A&B;
			 3'b001:F<=A|B;
			 3'b010:F<=A^B;
			 3'b011:F<=A~^B;
			 3'b100:{C32,F}<=A+B;
			 3'b101:{C32,F}<=A-B;
			 3'b110:begin if(A<B)  F<=32'h0000_0001;else F<=32'h0000_0000;end
			 3'b111:begin F<=B<<A;end
	endcase
	if(F==32'h0000_0000)	
			ZF<=1;
	else
			ZF<=0;
	OF=C32^F[31]^A[31]^B[31];	
	end
endmodule
```

==> insert_results.sql <==
-- metrics for the results database
INSERT INTO impl_metrics (metric_group, metric, value, unit) VALUES
('pwr', 'power_report.internal_total', '118.7', 'uW'),
('placement', 'dp.cells', '1373', ''),
('sta', 'rsz_0062_raised_after_global_routing', 'false', ''),
('synthesis', 'ys_sh_adder', '16.86', '%'),
('setup_path', 'master_of_the_slowest_instance_on_the_critical_path', 'sky130_fd_sc_hd__or4_1', ''),
('synthesis', 'most_used_flip_flop_cell_after_synthesis', 'sky130_fd_sc_hd__dlxtn_1', ''),
('sta', 'setup_viol_count_final', '0', ''),
('cells_and_area', 'syn_to_final_growth', '12.85', '%'),
('sta', 'unclocked_regs', '1', ''),
('setup_path', 'worst_path_largest_cell_delay', '630', 'ps'),
('setup_path', 'timing.critical_path.from', 'A[3]', ''),
('floorplan', 'dieWidth', '127.0', 'um'),
('synthesis', 'synth-cells-yosys', '1154', ''),
('placement', 'dp_hpwl', '26560', 'um'),
('pwr', 'sequentialPowerShare', '0.2', '%'),
('synthesis', 'mean_syn_cell_area', '6.766', 'um^2'),
('outcome', 'status', 'finished clean', ''),
('hold_path', 'hold_path.startpoint', 'ALU_OP[0]', ''),
('hold_path', 'hold_path_depth', '3', ''),
('detailed_routing', 'dr_total_vias', '9312', ''),
('detailed_routing', 'route.detailed.wl_per_inst', '24.55', 'um'),
('synthesis', 'ys_ff', '1', ''),
('pwr', 'power-per-cell-area', '32.45', 'mW/mm^2'),
('pwr', 'vdd_drop_max', '18.04', 'uV'),
('pwr', 'clock_power_share', '0', '%'),
('job', 'drv.max_cap_violation_count', '0', ''),
('sta', 'final.setup.tns', '0', 'ps'),
('cells_and_area', 'fillers', '1524', ''),
('floorplan', 'core_area', '0.01520', 'mm^2'),
('clocking', 'post-cts-setup-buffers', '0', ''),
('detailed_routing', 'detailedRoute.firstIterationViolations', '1031', ''),
('grt', 'grt_remaining_overflow', '0', ''),
('placement', 'placement.cell_area', '0.008811', 'mm^2'),
('grt', 'grt_antenna_before_repair', '0', ''),
('placement', 'gp_routability_congestion', '1.057', ''),
('sta', 'min_period_over_period', '68.35', '%'),
('cells_and_area', 'post_route_cells_drive_above_1_share', '5.738', '%'),
('setup_path', 'worstPathCellList', 'clkdlybuf4s50_1 -> buf_4 -> inv_1 -> ha_1 -> or4_1 -> a31oi_1 -> o21bai_1 -> a31o_2 -> o32a_1 -> or4_1 -> nor4_2 -> nand4b_1 -> nor4_2 -> clkdlybuf4s50_1', ''),
('synthesis', 'share_of_synthesized_registers_carrying_an_async_set_or_reset', '0', '%'),
('synthesis', 'synthMuxAreaShare', '11.78', '%'),
('cells_and_area', 'stdcell_count', '1373', ''),
('floorplan', 'io_pins', '101', ''),
('detailed_routing', 'antenna_left', '0', ''),
('grt', 'first_global_vias', '8556', ''),
('grt', 'grt_usage', '42.87', '%'),
('sta', 'timing.max_slew.rel_slack', '46.65', '%'),
('floorplan', 'std_cell_rows', '45', ''),
('synthesis', 'yosys.cell_types.count', '81', ''),
('sta', 'endpoints_left_unconstrained', '1', ''),
('synthesis', 'yosys-stat-area', '0.007807', 'mm^2'),
('job', 'openroad_warning_count', '103', ''),
('pwr', 'comb_power_share', '99.8', '%'),
('detailed_routing', 'route.antenna.diode_count', '0', ''),
('hold_path', 'min-delay-path-class', 'in2out', ''),
('sta', 'worst_pin_slew', '797.3', 'ps'),
('sta', 'fmax', '0.07502', 'GHz'),
('pwr', 'switching_share', '58.49', '%'),
('sta', 'fin_crit', '13330', 'ps'),
('setup_path', 'path_max_fanout', '31', ''),
('synthesis', 'synth.logic.top_family', 'AND-OR/OR-AND gates', ''),
('setup_path', 'crit_required', '15600', 'ps'),
('placement', 'port_buffers', '101', ''),
('detailed_routing', 'detailed_route_vias_per_instance', '6.782', ''),
('synthesis', 'aoi_share', '32.45', '%'),
('setup_path', 'setup.worst_path.class', 'in2out', ''),
('synthesis', 'synth_cells', '1154', ''),
('grt', 'grt_max_degree', '50', ''),
('setup_path', 'timing.critical_path.arrival', '9430', 'ps');
worst max-delay path: cells and delay by family:
| family | cells | cell delay (ps) |
|---|---|---|
| AND-OR/OR-AND | 4 | 1230 |
| adder cells (fa/ha/maj) | 1 | 600 |
| buffers and inverters | 4 | 1680 |
| AND/OR/NAND/NOR | 5 | 2010 |
power groups by stage:
| stage | combinational (mW) | sequential, mW | clock [mW] |
|---|---|---|---|
| after global routing | 0.307 | 0.000492 | 0 |
| final | 0.285 | 0.000462 | 0 |
| after CTS | 0.279 | 0.000467 | 0 |
synthesized netlist by cell type, types with 9 or more instances:
cell type | n | area share, %
sky130_fd_sc_hd__mux4_2 | 20 | 5.8
sky130_fd_sc_hd__clkbuf_1 | 56 | 2.7
sky130_fd_sc_hd__inv_2 | 10 | 0.48
sky130_fd_sc_hd__or4_1 | 10 | 0.96
sky130_fd_sc_hd__mux2i_1 | 36 | 4.6
sky130_fd_sc_hd__nand3_1 | 28 | 1.8
sky130_fd_sc_hd__nand4_1 | 10 | 0.80
sky130_fd_sc_hd__nor4_1 | 25 | 2.0
sky130_fd_sc_hd__nand2_1 | 89 | 4.3
sky130_fd_sc_hd__o22ai_1 | 14 | 1.1
sky130_fd_sc_hd__o211ai_1 | 16 | 1.5
sky130_fd_sc_hd__buf_2 | 12 | 0.77
sky130_fd_sc_hd__and3_1 | 13 | 1.0
sky130_fd_sc_hd__a221oi_1 | 18 | 2.0
sky130_fd_sc_hd__a211oi_1 | 14 | 1.3
sky130_fd_sc_hd__ha_1 | 102 | 16
sky130_fd_sc_hd__inv_1 | 94 | 4.5
sky130_fd_sc_hd__a31oi_1 | 26 | 2.1
sky130_fd_sc_hd__o21a_1 | 10 | 0.96
sky130_fd_sc_hd__xnor2_1 | 47 | 5.3
sky130_fd_sc_hd__nor3_1 | 34 | 2.2
sky130_fd_sc_hd__nor2b_1 | 15 | 1.2
sky130_fd_sc_hd__a21o_1 | 17 | 1.6
sky130_fd_sc_hd__a21oi_1 | 96 | 6.2
sky130_fd_sc_hd__o21ai_1 | 9 | 0.58
sky130_fd_sc_hd__nor2_1 | 104 | 5.0
sky130_fd_sc_hd__buf_1 | 17 | 0.82
sky130_fd_sc_hd__o21ai_0 | 50 | 3.2
metal layers:
layer	part of all wire, %	track usage (%)	routed length, um
met5	0	0	0
met4	6.2	22.13	2073
met3	9.5	6.919	3190
met2	43	65.61	14580
met1	41	58.59	13860
stage by stage:
stage / utilization [%] / power (mW) / worst slack (ps) / hold WS (ps)
final: 57.96 / 0.2859 / 6171 / 8860
after global routing: 57.96 / 0.3073 / 5805 / 8862
after CTS: 57.96 / 0.2791 / 6274 / 8836
after detailed placement: 57.96 / 0.2776 / 6278 / 8831
after global placement: 57.96 / 0.2795 / 6362 / 8838
after floorplan: - / 0.1771 / 7106 / 8023
area by class of cell:
| type | count | area, um^2 | share of cell area [%] |
|---|---|---|---|
| Timing Repair Buffer | 118 | 1119 | 12.70 |
| Tap cell | 188 | 235.2 | 2.670 |
| Multi-Input combinational cell | 962 | 7052 | 80.03 |
| Inverter | 104 | 390.4 | 4.431 |
| Sequential cell | 1 | 15.01 | 0.1704 |
cells in the final DEF (no fill, tap or decap), types with 13 or more instances in the layout:
cell	instances
sky130_fd_sc_hd__nor2_1	104
sky130_fd_sc_hd__ha_1	102
sky130_fd_sc_hd__clkdlybuf4s50_1	97
sky130_fd_sc_hd__a21oi_1	96
sky130_fd_sc_hd__inv_1	94
sky130_fd_sc_hd__nand2_1	89
sky130_fd_sc_hd__o21ai_0	50
sky130_fd_sc_hd__xnor2_1	47
sky130_fd_sc_hd__mux2i_1	36
sky130_fd_sc_hd__nor3_1	34
sky130_fd_sc_hd__nand3_1	28
sky130_fd_sc_hd__a31oi_1	26
sky130_fd_sc_hd__nor4_1	24
sky130_fd_sc_hd__mux4_2	20
sky130_fd_sc_hd__a221oi_1	18
sky130_fd_sc_hd__a21o_1	17
sky130_fd_sc_hd__buf_4	17
sky130_fd_sc_hd__o211ai_1	16
sky130_fd_sc_hd__nor2b_1	15
sky130_fd_sc_hd__a211oi_1	14
sky130_fd_sc_hd__o22ai_1	14
sky130_fd_sc_hd__and3_1	13
how the worst max path moves through the flow:
| stage | slack [ps] | to |
|---|---|---|
| finish | 6170 | ZF |
| global route | 5810 | ZF |
| CTS | 6270 | ZF |
cells by family after synthesis:
family | count (synthesis)
latches | 1
simple gates | 368
fa+ha+maj | 104
compound gates | 372
mux | 65
xor+xnor | 53
buf+inv | 191
No activity file was given, so power comes from the tool's default toggle rates.
