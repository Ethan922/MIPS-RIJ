## design/flow/config.mk

```make
export PLATFORM = sky130hd
export DESIGN_NAME = REGS
export DESIGN_NICKNAME = REGS
export VERILOG_FILES = /design/flow/design.v
export SDC_FILE = /design/flow/constraint.sdc
export NUM_CORES = 4
export LEC_CHECK = 1
export CORE_UTILIZATION = 30
export SYNTH_HDL_FRONTEND = slang
```

## design/flow/constraint.sdc

```tcl
current_design REGS

set clk_period 8.2
set clk_io_pct 0.2

create_clock -name clk0 -period $clk_period [get_ports {Clk}]

set non_clock_inputs [all_inputs -no_clocks]
set_input_delay [expr $clk_period * $clk_io_pct] -clock clk0 $non_clock_inputs
set_output_delay [expr $clk_period * $clk_io_pct] -clock clk0 [all_outputs]
```

## design/flow/design.v

```verilog
`timescale 1ns / 1ps
module REGS(R_Addr_A,R_Addr_B,Write_Reg,R_Data_A,R_Data_B,Reset,Clk,W_Addr,W_Data);
input [4:0]R_Addr_A,R_Addr_B,W_Addr;
input Write_Reg,Reset,Clk;
input[31:0] W_Data;
output [31:0] R_Data_A,R_Data_B;
reg [31:0] REG_Files[0:31];
integer i=0;
initial
        for(i=0;i<32;i=i+1) REG_Files[i]<=0;
always @ (posedge Clk or posedge Reset)
	begin
		if(Reset)
			begin
				for(i=0;i<=31;i=i+1)
					REG_Files[i]<=0;
			end
		else
			begin
				if(Write_Reg)
					REG_Files[W_Addr]<=W_Data;
			end
	end
	assign R_Data_A = REG_Files[R_Addr_A];
	assign R_Data_B = REG_Files[R_Addr_B];
endmodule
```

## design/flow/run.sh

```bash
#!/bin/bash
# OpenROAD 26Q1-2900-gdf79404cd8, Yosys 0.63+post, stock flow scripts
make -C /OpenROAD-flow-scripts/flow DESIGN_CONFIG=/design/flow/config.mk WORK_HOME=/design/flow/orfs finish
```

==> reports/metrics.cfg <==
[status]
status = finished, final reports clean

[grt]
grt_use_total = 0.200
grt_pass1_wl_um = 275000
grt_max_degree = 115
grt_pass1_vias = 39312
antenna_found_initial = 7
grt_overflow = 0

[power]
ir_worst_vdd_mv = 0.173
finalPower_mw = 14.6
power_leakage_nw = 29.0
power.density_mw_per_mm2 = 232

[synth]
top_logic_kind = multiplexers
ys.flops = 1024
synth_top_area_share = 0.456
yosysCellCount = 4606
syn_inst = 4606
yosys-top-cells-count = 1024 x dfrtp_1, 1024 x mux2i_1, 987 x mux2_2, 211 x nand2_1, 196 x clkbuf_1
yosys_warnings = 0
synth-edff-count = 0
syn_area_mm2 = 0.0562
ys_sh_xor = 0
yosysSeqAreaShare = 0.456
simple_gate_share = 0.0438
ys_chip_area_mm2 = 0.0562
top_area_cell = dfrtp_1
ys.flop_type = dfrtp_1
synthArstFlopShare = 1.00
ys_sh_aoi = 0.0698
avgSynthCellArea_um2 = 12.2
topCellsByArea = dfrtp_1 46%, mux2_2 20%, mux2i_1 18%
synth.distinct_cells = 29
synthAdderAreaFrac = 0
mux_share = 0.387

[die]
coreArea_mm2 = 0.186
num_rows = 158
initial_utilization = 0.303
boundaryPins = 114
die_area_mm2 = 0.189
die_x_um = 435
fp.dieH_um = 435

[cts]
clk_pin_slew_ns = 0.06
cts_tree = built
cts_buffer_depth = 3
cts_root_buffer = clkbuf_16
cts_sinks = 1024
cts_made_buffers = 105
h-tree-depth = 3
hold_buffers = 0
cts_resized = 0
cts_setup_buffers = 0
insertion_delay_ns = 0.72

[hold_path]
hold_class = flop to flop

[final_timing]
finalHoldViolCount = 0
tns_ns = 0
setup_ws_ns = 1.60
min_period_over_period = 0.805
setup_viol_count_final = 0
finalClockSkew_ns = 0
finalCriticalPeriod_ns = 6.60
rsz0062_at_grt = false
fmax_mhz = 152
finalMaxSlewViolations = 0
slew_headroom = 0.428
tightest_slew_ns = 0.857

[place]
placedCellCount = 6902
dp_hpwl_um = 110000
port_buffers = 113
dp_worst_setup_slack_ns = 1.65
place.gp.congestion = 0.885

[detailed_routing]
firstDrtPassIters = 5
antenna_left = 0
drt_iter0_markers = 2590
drc = 0
routedWlPerCell_um = 26.3
vias_per_cell = 5.46
vias = 38759
routed_wl_um = 187000

[finish]
finalNonFillerCells = 7097
drive_gt1_frac = 0.294
largestRegisters = REG_Files: 1024 flops
top_register = REG_Files
syn_to_final_growth_pct = 12.2
largest_reg_flops = 1024

[critical_path]
cp_max_fo = 80
end_kind = primary output
critical_path_required_ns = 6.56
arrival_ns = 4.96
cp-start-kind = primary input
path_class = primary input to primary output

[job]
warning_count = 37
drv_cap = 0

cell families (layout without fill, tap and decap cells):
logic type             count (synthesis)  in the layout
multiplexers                        2048           2048
AND-OR/OR-AND                        576            576
flip-flops                          1024           1024
buffers and inverters                445            452
other                                  0              4
AND/OR/NAND/NOR                      513            513
final cells by class:
type / count / area, um^2
Inverter: 1 / 7.51
Timing Repair Buffer: 260 / 2580
Clock inverter: 34 / 420
Antenna cell: 4 / 10.0
Fill cell: 18117 / 123000
Clock buffer: 157 / 3080
Multi-Input combinational cell: 3137 / 28300
Sequential cell: 1024 / 25600
Tap cell: 2480 / 3100
worst max-delay path: stages:
cell	delay [ns]
clkdlybuf4s50_1	0.62
and2_4	0.60
buf_12	0.54
a22o_1	0.26
nor3_1	0.05
a31oi_1	0.19
nand3_1	0.40
clkdlybuf4s50_1	0.57
layout by cell type (no fill, tap or decap), types with 111 or more instances in the layout:
cell,count
buf_4,120
nand3_1,194
a22oi_1,192
a22o_1,128
nand2_1,193
a21oi_1,192
dfrtp_1,1024
mux2_2,987
clkdlybuf4s50_1,111
mux2i_1,1024
per-layer routing:
| metal | part of all wire | track usage | vias up | wire length [um] |
|---|---|---|---|---|
| met5 | 0 | 0 | - | 0 |
| li1 | - | - | 16909 | - |
| met3 | 0.069 | 0.0472 | 339 | 12900 |
| met1 | 0.41 | 0.267 | 20202 | 76200 |
| met4 | 0.047 | 0.0792 | 0 | 8700 |
| met2 | 0.48 | 0.319 | 1309 | 89100 |
per-stage QoR:
step | hold slack (ns) | utilization | instance area [um^2]
after global routing | 0.529 | 0.340 | 63100
after global placement | 0.490 | 0.321 | 59600
after floorplan | 0.479 | - | 56200
after CTS | 0.513 | 0.340 | 63100
after detailed placement | 0.500 | 0.321 | 59600
final | 0.512 | 0.340 | 63100
power breakdown:
group	internal, mW	leakage, nW	switching [mW]
clock	2.85	1.73	2.11
combinational	1.55	14.1	1.41
sequential	6.03	13.1	0.701
worst paths after layout:
kind | startpoint | endpoint | slack, ns | cells past startpoint
hold / removal | REG_Files[127]$_DFFE_PP0P_ | REG_Files[127]$_DFFE_PP0P_ | 0.51 | 1
max in group asynchronous | Reset | REG_Files[245]$_DFFE_PP0P_ | 4.73 | 5
setup / recovery | R_Addr_B[2] | R_Data_B[15] | 1.60 | 8
hold reg to reg | REG_Files[127]$_DFFE_PP0P_ | REG_Files[127]$_DFFE_PP0P_ | 0.51 | 1
setup reg to reg | REG_Files[377]$_DFFE_PP0P_ | REG_Files[377]$_DFFE_PP0P_ | 7.40 | 1
min in group asynchronous | Reset | REG_Files[744]$_DFFE_PP0P_ | 1.49 | 3
Power is estimated from default activity; no workload was simulated.
